**design.v**
```verilog
module disRamTCAM 
#( parameter MAX_RULE = 64,  
   parameter NEXTHOP_LEN = 32,  
   parameter KEY_LEN = 32  
)
(
	output reg match,  
	output reg [NEXTHOP_LEN-1:0] nexthop,  
	input [KEY_LEN-1:0] search_key, 
	input [KEY_LEN-1:0] rule_key,
	input [KEY_LEN-1:0] nexthop_key,
	input build_signal,  
	input search_signal,
	output reg build_over,
	input clk, 
	input rst
);
function integer log2;
	input integer number;
	begin
		log2=0;
		while(2**log2<number) begin
			log2=log2+1;
		end
	end
endfunction  
wire total_match;
wire [MAX_RULE-1:0] match_out;  
reg [MAX_RULE-1:0] match_out_reg;
wire [log2(MAX_RULE)-1:0] match_addr;
reg [log2(MAX_RULE)-1:0] match_addr_reg;
reg [6:0] c = 0;
(* ram_style = "distributed" *) reg [KEY_LEN-1:0] rule_mem [MAX_RULE-1:0];
(* ram_style = "distributed" *) reg [KEY_LEN-1:0] nexthop_mem [MAX_RULE-1:0];
genvar i;
generate
	for(i=0;i<MAX_RULE;i=i+1)
	begin
		match_unit
		#(.MAX_RULE(64),
		  .KEY_LEN(32)
		)
		mu(
		  .match(match_out[i]),
		  .search_key(search_key),
		  .compare_rule(rule_mem[i]),
		  .rst(rst),
		  .clk(clk)
		);
	end
endgenerate
integer j;
always@(posedge clk)
begin
	for(j=0;j<MAX_RULE;j=j+1)
		match_out_reg[j] = match_out[j];
end
priority_encoder
#(.MAX_RULE(MAX_RULE)
)
pe (
	.match(total_match),
	.match_addr(match_addr),
	.match_vec(match_out_reg),
	.clk(clk)
);
always@(posedge clk)
begin
	if(build_signal)
	begin
		rule_mem[c] <= rule_key;
		nexthop_mem[c] <= nexthop_key;
		$display("set rule & next [%d]=> rule:%b, nexthop:%b\n",c,rule_mem[c-1],nexthop_mem[c-1]);
		c <= c + 1;
		if(c == 63)
			build_over = 1'b1;
	end
	else if(search_signal)
	begin
		nexthop <= nexthop_mem[match_addr_reg];
		match_addr_reg <= match_addr;
		match <= total_match; 
	end
end
endmodule
module match_unit
#( parameter MAX_RULE = 64,  
   parameter KEY_LEN = 32  
)
(
	output reg match,  
	input [KEY_LEN-1:0] search_key, 
	input [KEY_LEN-1:0] compare_rule, 
	input	rst,
	input	clk
);
always@(posedge clk)
begin
	if(rst)
		match <= 0;
	else
	begin
		if(search_key == compare_rule)
			match <= 1;
		else
			match <= 0;
	end
end
endmodule  
module priority_encoder
#( parameter MAX_RULE = 64
)
(
output reg match,
output reg [log2(MAX_RULE)-1:0] match_addr,
input [MAX_RULE-1:0] match_vec,
input clk
);
function integer log2;
	input integer number;
	begin
		log2=0;
		while(2**log2<number) begin
			log2=log2+1;
		end
	end
endfunction  
integer i;
always@(posedge clk)
begin
	if(match_vec[0])
	begin
		match_addr = 0;
		match <= 1;
	end
	else if(match_vec[1])
	begin
		match_addr <= 1;
		match <= 1;
	end
	else if(match_vec[2])
	begin
		match_addr <= 2;
		match <= 1;
	end
	else if(match_vec[3])
	begin
		match_addr <= 3;
		match <= 1;
	end
	else if(match_vec[4])
	begin
		match_addr <= 4;
		match <= 1;
	end
	else if(match_vec[5])
	begin
		match_addr <= 5;
		match <= 1;
	end
	else if(match_vec[6])
	begin
		match_addr <= 6;
		match <= 1;
	end
	else if(match_vec[7])
	begin
		match_addr <= 7;
		match <= 1;
	end
	else if(match_vec[8])
	begin
		match_addr <= 8;
		match <= 1;
	end
	else if(match_vec[9])
	begin
		match_addr <= 9;
		match <= 1;
	end
	else if(match_vec[10])
	begin
		match_addr <= 10;
		match <= 1;
	end
	else if(match_vec[11])
	begin
		match_addr <= 11;
		match <= 1;
	end
	else if(match_vec[12])
	begin
		match_addr <= 12;
		match <= 1;
	end
	else if(match_vec[13])
	begin
		match_addr <= 13;
		match <= 1;
	end
	else if(match_vec[14])
	begin
		match_addr <= 14;
		match <= 1;
	end
	else if(match_vec[15])
	begin
		match_addr <= 15;
		match <= 1;
	end
	else if(match_vec[16])
	begin
		match_addr <= 16;
		match <= 1;
	end
	else if(match_vec[17])
	begin
		match_addr <= 17;
		match <= 1;
	end
	else if(match_vec[18])
	begin
		match_addr <= 18;
		match <= 1;
	end
	else if(match_vec[19])
	begin
		match_addr <= 19;
		match <= 1;
	end
	else if(match_vec[20])
	begin
		match_addr <= 20;
		match <= 1;
	end
	else if(match_vec[21])
	begin
		match_addr <= 21;
		match <= 1;
	end
	else if(match_vec[22])
	begin
		match_addr <= 22;
		match <= 1;
	end
	else if(match_vec[23])
	begin
		match_addr <= 23;
		match <= 1;
	end
	else if(match_vec[24])
	begin
		match_addr <= 24;
		match <= 1;
	end
	else if(match_vec[25])
	begin
		match_addr <= 25;
		match <= 1;
	end
	else if(match_vec[26])
	begin
		match_addr <= 26;
		match <= 1;
	end
	else if(match_vec[27])
	begin
		match_addr <= 27;
		match <= 1;
	end
	else if(match_vec[28])
	begin
		match_addr <= 28;
		match <= 1;
	end
	else if(match_vec[29])
	begin
		match_addr <= 29;
		match <= 1;
	end
	else if(match_vec[30])
	begin
		match_addr <= 30;
		match <= 1;
	end
	else if(match_vec[31])
	begin
		match_addr <= 31;
		match <= 1;
	end
	else if(match_vec[32])
	begin
		match_addr <= 32;
		match <= 1;
	end
	else if(match_vec[33])
	begin
		match_addr <= 33;
		match <= 1;
	end
	else if(match_vec[34])
	begin
		match_addr <= 34;
		match <= 1;
	end
	else if(match_vec[35])
	begin
		match_addr <= 35;
		match <= 1;
	end
	else if(match_vec[36])
	begin
		match_addr <= 36;
		match <= 1;
	end
	else if(match_vec[37])
	begin
		match_addr <= 37;
		match <= 1;
	end
	else if(match_vec[38])
	begin
		match_addr <= 38;
		match <= 1;
	end
	else if(match_vec[39])
	begin
		match_addr <= 39;
		match <= 1;
	end
	else if(match_vec[40])
	begin
		match_addr <= 40;
		match <= 1;
	end
	else if(match_vec[41])
	begin
		match_addr <= 41;
		match <= 1;
	end
	else if(match_vec[42])
	begin
		match_addr <= 42;
		match <= 1;
	end
	else if(match_vec[43])
	begin
		match_addr <= 43;
		match <= 1;
	end
	else if(match_vec[44])
	begin
		match_addr <= 44;
		match <= 1;
	end
	else if(match_vec[45])
	begin
		match_addr <= 45;
		match <= 1;
	end
	else if(match_vec[46])
	begin
		match_addr <= 46;
		match <= 1;
	end
	else if(match_vec[47])
	begin
		match_addr <= 47;
		match <= 1;
	end
	else if(match_vec[48])
	begin
		match_addr <= 48;
		match <= 1;
	end
	else if(match_vec[49])
	begin
		match_addr <= 49;
		match <= 1;
	end
	else if(match_vec[50])
	begin
		match_addr <= 50;
		match <= 1;
	end
	else if(match_vec[51])
	begin
		match_addr <= 51;
		match <= 1;
	end
	else if(match_vec[52])
	begin
		match_addr <= 52;
		match <= 1;
	end
	else if(match_vec[53])
	begin
		match_addr <= 53;
		match <= 1;
	end
	else if(match_vec[54])
	begin
		match_addr <= 54;
		match <= 1;
	end
	else if(match_vec[55])
	begin
		match_addr <= 55;
		match <= 1;
	end
	else if(match_vec[56])
	begin
		match_addr <= 56;
		match <= 1;
	end
	else if(match_vec[57])
	begin
		match_addr <= 57;
		match <= 1;
	end
	else if(match_vec[58])
	begin
		match_addr <= 58;
		match <= 1;
	end
	else if(match_vec[59])
	begin
		match_addr <= 59;
		match <= 1;
	end
	else if(match_vec[60])
	begin
		match_addr <= 60;
		match <= 1;
	end
	else if(match_vec[61])
	begin
		match_addr <= 61;
		match <= 1;
	end
	else if(match_vec[62])
	begin
		match_addr <= 62;
		match <= 1;
	end
	else if(match_vec[63])
	begin
		match_addr <= 63;
		match <= 1;
	end
	else 
		match <= 0;
end
endmodule  
```
**run.sh**
```bash
#!/bin/bash
# OpenROAD 26Q1-2900-gdf79404cd8, Yosys 0.63+post, stock flow scripts
make -C /OpenROAD-flow-scripts/flow DESIGN_CONFIG=/design/flow/config.mk WORK_HOME=/design/flow/orfs finish
```
**config.mk**
```make
export PLATFORM = sky130hd
export DESIGN_NAME = disRamTCAM
export DESIGN_NICKNAME = disRamTCAM
export VERILOG_FILES = /design/flow/design.v
export SDC_FILE = /design/flow/constraint.sdc
export NUM_CORES = 4
export LEC_CHECK = 1
export CORE_UTILIZATION = 40
```
**constraint.sdc**
```tcl
current_design disRamTCAM

set clk_period 34.0
set clk_io_pct 0.2

create_clock -name clk0 -period $clk_period [get_ports {clk}]

set non_clock_inputs [all_inputs -no_clocks]
set_input_delay [expr $clk_period * $clk_io_pct] -clock clk0 $non_clock_inputs
set_output_delay [expr $clk_period * $clk_io_pct] -clock clk0 [all_outputs]
```
==> results_dict.tcl <==
# flow metrics
set metrics [dict create \
    synthCells 8668 \
    postRouteWirelength_mm 505 \
    port-buffer-count 132 \
    die_x_um 651 \
    ios 134 \
    hold-worst-slack_ns 0.324 \
    slew_violations 0 \
    vias 85086 \
    crit_family "buffers and inverters" \
    relSlewSlack 0.250 \
    drive_gt1_frac 0.186 \
    grtUsageTotal 0.262 \
    clock_latency_ns 0.99 \
    clk_path_buf_depth 4 \
    die_h_um 651 \
    htree_levels 5 \
    place_area_sq_um 177000 \
    path_cells "clkdlybuf4s50_1, buf_4, nor2b_1, nand2_1, nor2_4, buf_4, buf_4" \
    crit_type "in -> reg" \
    grt_overflow 0 \
    warnings 26 \
    setup_violations 0 \
    ir_worst_vdd_uv 50.1 \
    finalClockPeriodUsage 0.286 \
    drt_first_iter_violations 5730 \
    p_per_area_nw_per_um2 57.9 \
    yosys_area_sq_um 169000 \
    clk_pin_slew_ns 0.06 \
    rows 238 \
    synth_top_flop_cell "edfxtp_1" \
    core_region_area_sq_um 420000 \
    synth_seq_share 0.754 \
    ys_async_sr_fraction 0 \
    period_needed_ns 9.74 \
    fmax_mhz 103 \
    slowest_delay_ns 0.82 \
    drt_pre_antenna_iters 5 \
    fin_setup_tns_ns 0 \
    place_ws_ns 23.35 \
    finalClockSkew_ns 0.0612 \
    grt_max_degree 90 \
    antenna_found_initial 25 \
    numClockSinks 4276 \
    grt_pass1_vias 92158 \
    total_leakage_power_nw 59.9 \
    drc 0 \
    grt_pass1_wl_mm 703 \
    startpoint_type "input port" \
    cts_setup_buffers 0 \
    hold_path_class "reg -> reg" \
    setup_ws_ns 24.26 \
    cap_violations 0 \
    reg2reg_setup_slack_ns 28.60 \
    outcome "completed" \
    synthesis.area_sq_um 169000 \
    end_kind "flop" \
    cp_slowest_cell "nor2_4" \
    cp_max_fo 29 \
    ys.warnings.count 3 \
    drt-vias-per-instance 5.64 \
    numCtsBuffers 426 \
    cp.required_ns 34.57 \
    hold_buffers 0 \
    die_area_sq_um 424000 \
    syn_area_per_cell_sq_um 19.4 \
    root_buffer "clkbuf_16" \
    syn2layout_area_growth_pct 13.5 \
    cp_common_cell "buf_4" \
    fp_util 0.401 \
    yosysCellCount 8668 \
    cts_resized 0 \
    arrival_ns 10.31 \
    rsz0062_at_grt "no" \
    edf_count 4141 \
    hpwl_mm 283 \
    tritoncts "built" \
    drt-wirelength-per-cell_um 33.5 \
    ant_nets 0 \
    finalHoldViolations 0 \
    ys_types 57 \
    fin_area_sq_um 191000 \
    worstMarginPinSlew_ns 1.11 \
    crit_buf_inv 4 \
    ys_ff 4276 \
    top_regs "nexthop_mem (2048), rule_mem (2048)" \
    gp_congestion 0.906 \
]
==> final timing paths <==
check	start	end	cells after the start
worst max-delay path	build_signal	nexthop_mem[56][5]	7
worst min-delay path	genblk1[21].mu.match	match_out_reg[21]	0
worst max register to register	match_addr_reg[1]	nexthop[18]	9
worst min register to register	genblk1[21].mu.match	match_out_reg[21]	0
==> layout make-up <==
cell class | instances | area [sq um]
Clock buffer | 545 | 11400
Timing Repair Buffer | 526 | 4130
Fill cell | 34180 | 229000
Antenna cell | 9 | 22.5
Tap cell | 5520 | 6910
Sequential cell | 4276 | 127000
Clock inverter | 238 | 2480
Multi-Input combinational cell | 3945 | 39300
Inverter | 30 | 113
==> kinds of logic (layout without fill, tap and decap cells) <==
group,Yosys count,count (layout),share of synthesized area
AOI/OAI and AO/OA,329,329,0.0147
xor gates and xnor gates,2023,2023,0.105
adders and majority gates,1,1,0.0000742
buffers and inverters,447,1339,0.0162
DFF,4276,4276,0.754
muxes,579,579,0.0735
other,1,10,0.0000223
and+or+nand+nor,1012,1012,0.0365
==> cell usage after synthesis, drive strengths merged, types with 30 or more instances <==
master / n / share of area
xnor2: 855 / 0.044
a221oi: 38 / 0.0020
mux4: 525 / 0.070
or4: 53 / 0.0024
edfxtp: 4141 / 0.74
nor2: 107 / 0.0024
buf: 320 / 0.013
nor3: 53 / 0.0016
inv: 30 / 0.00067
nand2: 84 / 0.0019
nand3: 82 / 0.0024
nor4: 349 / 0.015
xor2: 1168 / 0.061
a22oi: 132 / 0.0059
mux2i: 36 / 0.0021
dfxtp: 135 / 0.016
nand4: 243 / 0.0090
a22o: 38 / 0.0020
clkbuf: 97 / 0.0022
==> worst register-to-register path, stage by stage, from the launching register on <==
cell,delay (ns)
edfxtp_1,0.32
buf_4,0.53
buf_12,0.47
buf_4,0.72
buf_4,0.73
buf_4,0.70
mux4_2,0.42
a22o_1,0.24
a221oi_1,0.48
o221ai_1,0.41
==> layout by cell type, fill, tap and decap left out, drive strengths merged, types with 9 or more instances in the layout <==
cell type,synthesis,routed
clkinvlp,0,18
clkbuf,97,545
mux4,525,525
nand2,84,84
clkdlybuf4s50,0,35
or4,53,53
o21ai,15,15
dfxtp,135,135
nand4,243,243
diode,0,9
a21oi,28,28
o221ai,19,19
nor4,349,349
nor2,107,107
xnor2,855,855
a221oi,38,38
a22o,38,38
nor2b,16,16
edfxtp,4141,4141
a22oi,132,132
inv,30,41
mux2i,36,36
mux2,18,18
buf,320,491
nand3,82,82
bufinv,0,45
o22ai,19,19
clkinv,0,164
nor3,53,53
xor2,1168,1168
==> stage by stage <==
stage                     std cells  total power [W]  utilization
final                         15089           0.0111        0.456
after global routing          15082           0.0114        0.456
after CTS                     15080           0.0111        0.456
after detailed placement      14297          0.00650        0.423
after global placement        14297          0.00649        0.423
after floorplan                8668          0.00620            -
==> layer usage <==
| metal | track usage | vias to the layer above | wire length, um |
|---|---|---|---|
| met3 | 0.215 | 966 | 95100 |
| met4 | 0.0727 | 52 | 18100 |
| met2 | 0.383 | 6556 | 237000 |
| met1 | 0.292 | 42350 | 154000 |
| met5 | 0.0232 | - | 1390 |
| li1 | - | 35162 | - |
==> power by group <==
part / leakage (nW) / total, W / switching, W / internal [W]
Sequential: 38.4 / 0.00583 / 0.0000121 / 0.00582
Clock: 6.76 / 0.00469 / 0.00198 / 0.00271
Combinational: 14.7 / 0.000562 / 0.000410 / 0.000152
Total: 59.9 / 0.0111 / 0.00240 / 0.00868
Power figures rest on the tool's default switching activity, not on a simulated workload.
